**./config.mk**
```make
export PLATFORM = sky130hd
export DESIGN_NAME = updowncounterbehavioural
export DESIGN_NICKNAME = updowncounterbehavioural
export VERILOG_FILES = /design/flow/design.v
export SDC_FILE = /design/flow/constraint.sdc
export NUM_CORES = 4
export LEC_CHECK = 1
export CORE_AREA = 10 10 70 70
export DIE_AREA = 0 0 80 80
```
**./constraint.sdc**
```tcl
current_design updowncounterbehavioural

set clk_period 1.7
set clk_io_pct 0.2

create_clock -name clk0 -period $clk_period [get_ports {clk}]

set non_clock_inputs [all_inputs -no_clocks]
set_input_delay [expr $clk_period * $clk_io_pct] -clock clk0 $non_clock_inputs
set_output_delay [expr $clk_period * $clk_io_pct] -clock clk0 [all_outputs]
```
**./design.v**
```verilog
module graytobinary(in, out);
	input wire[3: 0] in;
	output wire[3: 0] out;
	assign out[0] = in[0];
	assign out[1] = in[1] ^ in[0];
	assign out[2] = in[2] ^ in[1] ^ in[0];
	assign out[3] = in[3] ^ in[2] ^ in[1] ^ in[0];
endmodule
module binarytobcd(in, out);
	input wire[4: 0] in;
	output wire[5: 0] out;
	reg[3: 0] lsb;
	reg[1: 0] msb;
	integer i;
	always @(in) begin
		msb = 2'b00;
		lsb = 4'b0000;
		for(i = 4; i >= 0; i = i - 1) begin
			if(lsb >= 5) begin
				lsb = lsb + 3;
			end
			msb = msb << 1;
			msb[0] = lsb[3];
			lsb = lsb << 1;
			lsb[0] = in[i];
		end
	end
	assign out = {msb, lsb};
endmodule
module divisiblebythree(in, out);
	input wire[3: 0] in;
	output wire out;
	assign out = (in == 4'b0000) || (in == 4'b0011) || (in == 4'b0110) || (in == 4'b1001) || (in == 4'b1100) || (in == 4'b1111);
endmodule
module updowncounterbehavioural(in, clk, rst, out);
	input wire in, clk, rst;
	output wire[3: 0] out;
	reg[3: 0] _out;
	initial
		_out = 4'b0000;
	always @(posedge clk)
		if(rst == 1'b1)
			_out = 4'b0000;
		else if(in == 1'b1)
			_out = _out + 1;
		else
			_out = _out - 1;
	assign out = _out;
endmodule
module multiplier(in1, in2, out);
	input wire[3: 0] in1;
	input wire[3: 0] in2;
	output wire[7: 0] out;
	wire con[23: 0];
	fulladder f11(in1[0] & in2[0], 1'b0, 1'b0, out[0], con[0]);
	fulladder f12(in1[0] & in2[1], 1'b0, con[0], con[3], con[1]);
	fulladder f13(in1[0] & in2[2], 1'b0, con[1], con[4], con[2]);
	fulladder f14(in1[0] & in2[3], 1'b0, con[2], con[5], con[6]);
	fulladder f21(in1[1] & in2[0], con[3], 1'b0, out[1], con[7]);
	fulladder f22(in1[1] & in2[1], con[4], con[7], con[10], con[8]);
	fulladder f23(in1[1] & in2[2], con[5], con[8], con[11], con[9]);
	fulladder f24(in1[1] & in2[3], con[6], con[9], con[12], con[13]);
	fulladder f31(in1[2] & in2[0], con[10], 1'b0, out[2], con[14]);
	fulladder f32(in1[2] & in2[1], con[11], con[14], con[17], con[15]);
	fulladder f33(in1[2] & in2[2], con[12], con[15], con[18], con[16]);
	fulladder f34(in1[2] & in2[3], con[13], con[16], con[19], con[20]);
	fulladder f41(in1[3] & in2[0], con[17], 1'b0, out[3], con[21]);
	fulladder f42(in1[3] & in2[1], con[18], con[21], out[4], con[22]);
	fulladder f43(in1[3] & in2[2], con[19], con[22], out[5], con[23]);
	fulladder f44(in1[3] & in2[3], con[20], con[23], out[6], out[7]);
endmodule
```
**./run.sh**
```bash
#!/bin/bash
# OpenROAD 26Q1-2900-gdf79404cd8, Yosys 0.63+post, stock flow scripts
make -C /OpenROAD-flow-scripts/flow DESIGN_CONFIG=/design/flow/config.mk WORK_HOME=/design/flow/orfs finish
```
==> flow_summary.ini <==
; implementation run metrics
[floorplanning]
die_w_um = 80
die_area_um2 = 6400
rows = 21
die_h_um = 80
core-area_um2 = 3420
ios = 7
fp_util_pct = 5.60

[cells_and_area]
area_growth_pct = 81.0
nFillCells = 404
final_util_pct = 10.1
finalInstanceArea_um2 = 347
drive_gt1_share_pct = 20.7
lay_top_cells = clkdlybuf4s50_1 (6), dfxtp_1 (4), clkbuf_4 (3)
layout_top_cell = clkdlybuf4s50_1
fin_cells = 75
largest_reg_flops = 4

[sta]
fmax_mhz = 644
relSlewSlack_pct = 86.9
final_period_minus_worst_setup_slack_ps = 1550
finalSetupViolCount = 0
drv_slew = 0
tns_ps = 0
period_used_pct = 91.4
hold_violations = 0
tightest_slew_ps = 196
finClkSkew_ps = 5.12
rsz0062_at_grt = no

[drt]
drc = 0
postRouteAntennaNets = 0
antennaDiodeCount = 0
routed_wl_um = 528
vias = 163
first_pass_iters = 3
drt_iter0_drc = 3
wl_per_cell_um = 7.04
avgViaCountPerCell = 2.17

[clock_tree]
cts.clk_slew.worst_paths_ps = 40
cts_tree = built
h-tree-depth = 1
clock-root-buffer = clkbuf_4
clock_sinks = 4
clk_latency_ps = 240
postCtsSetupRepairBufs = 0
cts_resized = 0
cts_buffers = 3
clock_path_buffers = 2
ctsHoldBuffers = 0

[setup_path]
crit_path_max_fanout = 3
crit_path_end_kind = register
path_cells = clkdlybuf4s50_1 > inv_1 > ha_1 > a21oi_1 > a21o_1 > a21oi_2
required_ps = 1820
criticalPathCategory = in2reg
cpLargestDelayFamily = buffers and inverters
cp_data_arrival_time_ps = 1680
critPathSlowestCell = clkdlybuf4s50_1
crit_path_start_kind = input pin
slowest_delay_ps = 480
worst-path-buf-inv = 2

[placed_design]
dp_cells = 72
io_buffers = 6
hpwl_um = 424
globalplace.congestion = 0.671
place_area_um2 = 324

[logic_synthesis]
yosys-top-cells-area = dfxtp_1 (42%), ha_1 (13%), fa_1 (10%)
largest_area_cell = dfxtp_1
syn_area_per_cell_um2 = 10.6
ys_area_um2 = 191
ys_seq_share_pct = 41.8
top_area_share_pct = 41.8
synth_flops = 4
synthCells = 18
ys_warn_count = 1
synth_cell_types = 11
ys_cells = 18
syn-cell-area_um2 = 191

[status]
status = completed

[flow_run]
drv_cap = 0
warnings = 25

[pwr]
power.density_nw_per_um2 = 1040
p_leak_nw = 0.129
design_power_total_w = 0.000362
max-vdd-ir-drop_v = 0.000226

[min_path]
hold_class = reg2reg

[grt]
grt_start_max_net_pins = 5
grt_pass1_wl_um = 876
grt_overflow = 0
grtUsageTotal_pct = 1.83
antenna_found_initial = 0
grt_pass1_vias = 175
synth_stat cells, drive strengths merged:
| cell | n |
|---|---|
| nor2 | 2 |
| xnor2 | 2 |
| ha | 2 |
| dfxtp | 4 |
| nand3 | 2 |
| a21oi | 2 |
| a21o | 1 |
| fa | 1 |
| nor2b | 1 |
| inv | 1 |
final timing paths:
path	slack (ps)	end	depth (start not counted)	from
worst max-delay path	150	_out[3]	6	in
worst min-delay path	480	_out[0]	1	_out[0]
worst max register to register	550	_out[3]	4	_out[2]
worst min register to register	480	_out[0]	1	_out[0]
through the flow:
step | setup slack, ps | hold WS (ps)
floorplan | 500 | 402
global placement | -48.8 | 465
detailed placement | -78.9 | 472
CTS | 148 | 486
global route | 23.6 | 527
finish | 146 | 483
power breakdown:
part	internal, W	switching, W	leakage [nW]
combinational	0.0000759	0.0000423	0.0818
sequential	0.000113	0.0000143	0.0334
clock	0.0000789	0.0000382	0.0138
final cells by class:
cell class,count,area [um^2],share of cell area (%)
multi-input cells,13,108,31.0
flip-flops and latches,4,80.1,23.1
repair buffers,8,75.1,21.7
well taps,46,57.6,16.6
clock buffers,3,22.5,6.50
inverters,1,3.75,1.08
cell families (layout without fill, tap and decap cells):
family	Yosys count	after routing	synth area share, %
AND/OR/NAND/NOR	5	5	12.4
adder cells (fa/ha/maj)	3	3	23.5
flip-flops	4	4	41.8
XOR/XNOR	2	2	9.15
buffers and inverters	1	12	1.96
AND-OR/OR-AND	3	3	11.1
layer usage:
metal / vias up / wire length [um] / global-route usage (%)
li1: 84 / - / -
met1: 71 / 215 / 2.14
met2: 6 / 205 / 1.85
met3: 2 / 102 / 2.50
met4: 0 / 5 / 0.352
met5: - / 0 / 0
Power figures rest on the tool's default switching activity, not on a simulated workload.
