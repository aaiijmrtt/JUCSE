File: design/flow/design.v
module halfadder(in1, in2, sum, cout);
	input wire in1, in2;
	output wire sum, cout;
	assign sum = in1 ^ in2;
	assign cout = in1 & in2;
endmodule
module fulladder(in1, in2, cin, sum, cout);
	input wire in1, in2, cin;
	output wire sum, cout;
	assign sum = in1 ^ in2 ^ cin;
	assign cout = (in1 & in2) | (in2 & cin) | (cin & in1);
endmodule
module fourbitadder(in1, in2, cin, sum, cout);
	input wire[3: 0] in1;
	input wire[3: 0] in2;
	input wire cin;
	output wire[3: 0] sum;
	output wire cout;
	wire[2: 0] _cout;
	fulladder f1(in1[0], in2[0], cin, sum[0], _cout[0]);
	fulladder f2(in1[1], in2[1], _cout[0], sum[1], _cout[1]);
	fulladder f3(in1[2], in2[2], _cout[1], sum[2], _cout[2]);
	fulladder f4(in1[3], in2[3], _cout[2], sum[3], cout);
endmodule
module addersubtractor(in1, in2, s, out, cout);
	input wire[3: 0] in1;
	input wire[3: 0] in2;
	input wire s;
	output wire[3: 0] out;
	output wire cout;
	fourbitadder a(in1, {in2[3] ^ s, in2[2] ^ s, in2[1] ^ s, in2[0] ^ s}, s, out, cout);
endmodule
module fulladdermux(in1, in2, cin, sum, cout);
	input wire in1, in2, cin;
	output wire sum, cout;
	fourbitmux m1({cin, !cin, !cin, cin}, {in1, in2}, sum);
	fourbitmux m2({1'b1, cin, cin, 1'b0}, {in1, in2}, cout);
endmodule
module graytobinary(in, out);
	input wire[3: 0] in;
	output wire[3: 0] out;
	assign out[0] = in[0];
	assign out[1] = in[1] ^ in[0];
	assign out[2] = in[2] ^ in[1] ^ in[0];
	assign out[3] = in[3] ^ in[2] ^ in[1] ^ in[0];
endmodule
module binarytobcd(in, out);
	input wire[4: 0] in;
	output wire[5: 0] out;
	reg[3: 0] lsb;
	reg[1: 0] msb;
	integer i;
	always @(in) begin
		msb = 2'b00;
		lsb = 4'b0000;
		for(i = 4; i >= 0; i = i - 1) begin
			if(lsb >= 5) begin
				lsb = lsb + 3;
			end
			msb = msb << 1;
			msb[0] = lsb[3];
			lsb = lsb << 1;
			lsb[0] = in[i];
		end
	end
	assign out = {msb, lsb};
endmodule
module divisiblebythree(in, out);
	input wire[3: 0] in;
	output wire out;
	assign out = (in == 4'b0000) || (in == 4'b0011) || (in == 4'b0110) || (in == 4'b1001) || (in == 4'b1100) || (in == 4'b1111);
endmodule
module updowncounterbehavioural(in, clk, rst, out);
	input wire in, clk, rst;
	output wire[3: 0] out;
	reg[3: 0] _out;
	initial
		_out = 4'b0000;
	always @(posedge clk)
		if(rst == 1'b1)
			_out = 4'b0000;
		else if(in == 1'b1)
			_out = _out + 1;
		else
			_out = _out - 1;
	assign out = _out;
endmodule
module multiplier(in1, in2, out);
	input wire[3: 0] in1;
	input wire[3: 0] in2;
	output wire[7: 0] out;
	wire con[23: 0];
	fulladder f11(in1[0] & in2[0], 1'b0, 1'b0, out[0], con[0]);
	fulladder f12(in1[0] & in2[1], 1'b0, con[0], con[3], con[1]);
	fulladder f13(in1[0] & in2[2], 1'b0, con[1], con[4], con[2]);
	fulladder f14(in1[0] & in2[3], 1'b0, con[2], con[5], con[6]);
	fulladder f21(in1[1] & in2[0], con[3], 1'b0, out[1], con[7]);
	fulladder f22(in1[1] & in2[1], con[4], con[7], con[10], con[8]);
	fulladder f23(in1[1] & in2[2], con[5], con[8], con[11], con[9]);
	fulladder f24(in1[1] & in2[3], con[6], con[9], con[12], con[13]);
	fulladder f31(in1[2] & in2[0], con[10], 1'b0, out[2], con[14]);
	fulladder f32(in1[2] & in2[1], con[11], con[14], con[17], con[15]);
	fulladder f33(in1[2] & in2[2], con[12], con[15], con[18], con[16]);
	fulladder f34(in1[2] & in2[3], con[13], con[16], con[19], con[20]);
	fulladder f41(in1[3] & in2[0], con[17], 1'b0, out[3], con[21]);
	fulladder f42(in1[3] & in2[1], con[18], con[21], out[4], con[22]);
	fulladder f43(in1[3] & in2[2], con[19], con[22], out[5], con[23]);
	fulladder f44(in1[3] & in2[3], con[20], con[23], out[6], out[7]);
endmodule
File: design/flow/run.sh
#!/bin/bash
# OpenROAD 26Q1-2900-gdf79404cd8, Yosys 0.63+post, stock flow scripts
make -C /OpenROAD-flow-scripts/flow DESIGN_CONFIG=/design/flow/config.mk WORK_HOME=/design/flow/orfs finish
File: design/flow/config.mk
export PLATFORM = sky130hd
export DESIGN_NAME = multiplier
export DESIGN_NICKNAME = multiplier
export VERILOG_FILES = /design/flow/design.v
export SDC_FILE = /design/flow/constraint.sdc
export NUM_CORES = 4
export LEC_CHECK = 1
export CORE_AREA = 10 10 70 70
export DIE_AREA = 0 0 80 80
File: design/flow/constraint.sdc
current_design multiplier

set clk_period 6.4
set clk_io_pct 0.2

create_clock -name clk0 -period $clk_period

set non_clock_inputs [all_inputs -no_clocks]
set_input_delay [expr $clk_period * $clk_io_pct] -clock clk0 $non_clock_inputs
set_output_delay [expr $clk_period * $clk_io_pct] -clock clk0 [all_outputs]
==> run summary <==
Numbers from the implementation run.

The count of pins over their slew limit is 0. The leakage power total is 0.000282 uW. The core utilization before placement is 11.6%. The most used standard cell by instance count after synthesis is inv_1. The placement summary gives the final routability congestion estimate as 0.748.

The wire length recorded after detailed routing is 779 microns. The worst setup path is launched from a primary input. The number of hold-slack violations in the final timing report is 0. The count of pins on the block boundary is 16. The worst min-delay path category is primary input to output port. The data arrival time of the critical path is 4.90 ns.

The utilization of the core after routing is 17.3%. The kind of capture point of the worst setup path is an output port. The minimum clock period after layout is 6.18 ns.

The analysis reports a worst IR drop on VDD of 0.0120 mV. The area growth from synthesis to layout is 48.4%. The cell with the most instances on the worst path is fa_2. The number of sequential cells reported for the layout is 0.

The top cell type by area accounts for 40.3% of the synthesized area. The main area contributors are fa_1 (40%), buf_4 (15%), and2_1 (14%), ha_1 (13%), inv_1 (11%). The tally of nets with antenna violations remaining after routing is 0. The timing report gives the biggest stage delay along the critical path as 0.52 ns.

The synthesized area divided by synthesized cell count is 8.29 sq um. For this run, the register share of the synthesized area comes to 0%. The count of tool warnings is 33. The category of the most critical setup path is primary input to output port.

The sequential cells in the finished layout cover a total of 0 sq um. The slew at the pin with the worst max-slew slack is 0.143 ns. The total of buffers placed on input and output ports is 16. The chip footprint is 0.00640 sq mm. The initial antenna violation count came to 0. The count of unresolved DRC violations after routing is 0. The synthesis run shows the most used standard cells to be inv_1 (12), and2_1 (9), buf_4 (8), fa_1 (8), nand2_1 (7).

The launch point of the worst min-delay path is recorded as in2[0]. The number of standard cells reported by yosys is 48. Detailed placement finished with a half-perimeter wire length of 760 microns. According to the report, the first pass of detailed routing completed in 2 iterations. The total setup buffers inserted after CTS is 0. The report lists the cells along the critical path as clkdlybuf4s50_1, nand2_1, fa_2, fa_1, inv_1, fa_2, fa_1, inv_1, fa_2, fa_2, inv_1, clkdlybuf4s50_1. The area of all placed cells without fillers is 591 sq um. The post-detailed-placement cell area is 586 sq um.

The final antenna diode tally reported by the flow is 0. The global-route usage over all layers is 2.63%. The run finished with clean final reports. The final timing report counts setup violations totalling 0.

Warnings reported by Yosys during synthesis add up to 1. The final clock period utilization by the worst path is 96.5%. The yosys synthesis chip area is 398 sq um.

The floorplan core area is 0.00342 sq mm. The synthesized area is 398 sq um. The height of the die is 80 microns. The post-synthesis cell type with the largest combined area is fa_1. The number of buffers and inverters on the critical path is 5. Clock buffers in the final layout number 0.

Looking at the critical path, the highest net fanout was 2. The horizontal extent of the die is 80 microns. Setup repair after global routing left no endpoint under its margin. The standard cell with the maximum stage delay on the critical path is fa_2. In the Yosys stats the netlist draws on 6 distinct library cells. Hold analysis shows the worst path with a depth of 3. The number of standard cells after synthesis is 48. The number of placement rows is 21. The fmax is 0.162 GHz. The first global-routing pass estimated 1410 microns of wire. Max-cap violations in this run came to 0. In the final layout, the share of cells above drive strength 1 is 18.3%. TritonRoute output was used to compute an average wire per cell of 7.35 microns. The total overflow reported by the global router is 0.

The initial DRC count is 4. The total via count in the routed design is 307. Entering global routing, the biggest net connects 5 pins. The via density per instance is 2.90. Looking at the hold checks, the worst path lands on out[0]. The power density of the placed cells is 78.1 mW/mm^2. The via count of the first global-routing pass is 338. The required time of the critical path is 5.12 ns.

The relative slew slack is 90.4%. The largest delay contributor family on the critical path is adder cells. The overall power consumption is 46.1 uW.
==> routing by layer <==
| layer | track usage [%] | routed length [microns] | vias to the layer above |
|---|---|---|---|
| met5 | 0 | 0 | - |
| met4 | 0 | 0 | 0 |
| met3 | 0.341 | 64 | 0 |
| met2 | 5.22 | 396 | 8 |
| met1 | 3.05 | 318 | 147 |
| li1 | - | - | 152 |
==> metrics by stage <==
| step | TNS (ns) | instances | hold WS [ns] | setup WS [ns] |
|---|---|---|---|---|
| 3_3_place_gp | -1.17 | 106 | 3.62 | -0.568 |
| 4_1_cts | -0.0465 | 106 | 3.41 | -0.0465 |
| 6_report | 0 | 106 | 3.39 | 0.225 |
| 3_5_place_dp | -1.15 | 106 | 3.62 | -0.560 |
| 5_1_grt | 0 | 106 | 3.43 | 0.0531 |
| 2_1_floorplan | 0 | 48 | 2.74 | 0.410 |
==> final cells by class <==
type / instances / area, sq um
fill: 393 / 2830
timing repair buffer: 20 / 183
tap: 46 / 57.6
inverter: 12 / 45.0
multi-input combinational: 28 / 305
==> worst max path at each step <==
stage	start	endpoint	cells after the start	slack, ns
4_1_cts	in1[1]	out[6]	15	-0.05
5_1_grt	in2[0]	out[6]	15	0.05
6_report	in2[2]	out[5]	12	0.22
==> logic make-up (layout without fill, tap and decap cells) <==
family,after synthesis,count (layout),synth area share [%]
adders and majority gates,12,12,52.8
buffers and inverters,20,32,26.4
and+or+nand+nor,16,16,20.8
==> what timing repair did <==
action                                  4_1_cts  5_1_grt
hold buffers                                  0        0
pin swaps                                     5        4
gates cloned                                  0        0
gates resized                                10        4
endpoints found under the setup margin        3        2
==> cell usage in the layout (no fill, tap or decap) <==
cell type        count
inv_1               11
clkdlybuf4s50_1     10
and2_1               9
nand2_1              7
fa_1                 4
fa_2                 4
dlygate4sd2_1        4
buf_4                4
ha_1                 3
inv_2                1
ha_2                 1
dlymetal6s2s_1       1
clkbuf_2             1
==> where the power goes <==
group / internal, uW / total [uW] / switching, uW
clock network: 0 / 0 / 0
registers: 0 / 0 / 0
logic: 29.8 / 46.1 / 16.3
total: 29.8 / 46.1 / 16.3
Power figures rest on the tool's default switching activity, not on a simulated workload.
